[flow/design.v]
module pushb_
(
	input clk,
	input key0,
	output push
);
reg key_r;
reg key_rr;
always @(posedge clk)
begin
	key_r <= key0;
	key_rr <= key_r;
end
	assign push = ~key_rr & key_r;
endmodule
module hex2sem
(
	input [3:0] hex,
	output [6:0] segm
);
assign segm = (hex == 4'h0) ? 7'b1000000 :
      		  (hex == 4'h1) ? 7'b1111001 :
    		  (hex == 4'h2) ? 7'b0100100 :
    		  (hex == 4'h3) ? 7'b0110000 :
    		  (hex == 4'h4) ? 7'b0011001 :
    		  (hex == 4'h5) ? 7'b0010010 :
    		  (hex == 4'h6) ? 7'b0000010 :
		      (hex == 4'h7) ? 7'b1111000 :
		      (hex == 4'h8) ? 7'b0000000 :
		      (hex == 4'h9) ? 7'b0010000 :
		      (hex == 4'ha) ? 7'b0001000 :
		      (hex == 4'hb) ? 7'b0000011 :
		      (hex == 4'hc) ? 7'b1000110 :
		      (hex == 4'hd) ? 7'b0100001 :
		      (hex == 4'he) ? 7'b0000110 :
		      (hex == 4'hf) ? 7'b0001110 : 7'b0001110;
endmodule
module first
(
    input clk,
    input key0,
    input key1,
    input key2,
    output [6:0] HEX
);
reg [3:0] sum;
wire push2, push1, push0;
pushb_
push_2
(
    .clk(clk),
    .key0(key2),
    .push(push2)
);
pushb_
push_1
(
    .clk(clk),
    .key0(key1),
    .push(push1)
);
pushb_
push_0
(
    .clk(clk),
    .key0(key0),
    .push(push0)
);
hex2sem
hex
(
    .hex(sum),
    .segm(HEX)   
);
always @(posedge clk)
begin
    if (push0)
        sum <= 0;  
    else 
    if (push1)
        begin
        if (sum == 4'h9)
            sum <= 0;
        else       
            sum <= sum + 1;
        end
    else
    if (push2)
        begin 
        if (sum == 0)
            sum <= 4'h9;
        else
            sum <= sum - 1;
        end
end
endmodule
module de2_115
(
  input  wire        CLOCK_50,  
  input  wire [17:0] SW,        
  input  wire [3:0]  KEY,       
  output wire [17:0] LEDR,      
  output wire [8:0]  LEDG,      
  output wire [6:0]  HEX0,      
  output wire [7:0]  VGA_R,     
  output wire [7:0]  VGA_G,
  output wire [7:0]  VGA_B,
  output wire        VGA_HS,
  output wire        VGA_VS,
  output wire        VGA_BLANK_N,
  output wire        VGA_SYNC_N
);
first
first_0
(
    .clk(CLOCK_50),
    .key0(KEY[0]),
    .key1(KEY[1]),
    .key2(KEY[2]),
    .HEX(HEX0)
);
endmodule
[flow/run.sh]
#!/bin/bash
# OpenROAD 26Q1-2900-gdf79404cd8, Yosys 0.63+post, stock flow scripts
make -C /OpenROAD-flow-scripts/flow DESIGN_CONFIG=/design/flow/config.mk WORK_HOME=/design/flow/orfs finish
[flow/config.mk]
export PLATFORM = sky130hd
export DESIGN_NAME = de2_115
export DESIGN_NICKNAME = de2_115
export VERILOG_FILES = /design/flow/design.v
export SDC_FILE = /design/flow/constraint.sdc
export NUM_CORES = 4
export LEC_CHECK = 1
export CORE_AREA = 10 10 70 70
export DIE_AREA = 0 0 80 80
[flow/constraint.sdc]
current_design de2_115

set clk_period 1.7
set clk_io_pct 0.2

create_clock -name clk0 -period $clk_period [get_ports {CLOCK_50}]

set non_clock_inputs [all_inputs -no_clocks]
set_input_delay [expr $clk_period * $clk_io_pct] -clock clk0 $non_clock_inputs
set_output_delay [expr $clk_period * $clk_io_pct] -clock clk0 [all_outputs]
==> flow_summary.json <==
{
  "switching_power_uw": 520.1,
  "layout_setup_ws_ns": -0.04862,
  "ys_sh_mux_pct": 1.098,
  "groute.usage.overall_pct": 6.199,
  "gp_congestion": 0.8001,
  "via_count": 796,
  "finalHoldViolCount": 0,
  "cp-startpoint": "first_0.sum[0]$_SDFFE_PP0P_",
  "root_buffer": "clkbuf_4",
  "synth_area_leader_cell": "buf_4",
  "cellLeakagePower_uw": 0.0006221,
  "dr.pass1.iters": 4,
  "seqPwrFrac_pct": 23.1,
  "min_path_type": "reg2reg",
  "synth-area-yosys_um2": 1026,
  "reg2regPathDepth": 5,
  "p_sw_share_pct": 34.78,
  "grt-ovfl-total": 0,
  "xor_share_pct": 3.415,
  "skew_ns": 0.003944,
  "cts_sinks": 10,
  "drive_above_1_share_pct": 31.71,
  "status": "finished, violations left",
  "grt_max_degree": 9,
  "clk_latency_ns": 0.26,
  "powerDensity_nw_per_um2": 1198,
  "dp.final_hpwl_um": 1743,
  "yosys-top-cells-area": "buf_4 40%, dfxtp_1 20%, o21ai_0 2.9%",
  "r2r-start": "first_0.sum[0]$_SDFFE_PP0P_",
  "clk_pin_slew_ns": 0.06,
  "portBuffers": 10,
  "final_util_pct": 36.56,
  "compound_area_share_pct": 16.46,
  "log.warning_count": 46,
  "r2r-end": "first_0.sum[1]$_SDFFE_PP0P_",
  "lay_top_count": "conb_1",
  "power.total_uw": 1495,
  "vdd_drop_max_mv": 0.6662,
  "syn_area_per_cell_um2": 7.832,
  "simple_gate_share_pct": 14.15,
  "die_y_um": 80,
  "startpoint_type": "flop",
  "crit_path_top_delay_cell": "dfxtp_4",
  "cp.required_ns": 1.36,
  "netlist_area_um2": 1026,
  "critical_path.max_stage_delay_ns": 0.37,
  "drtAntennaViolNets": 0,
  "wirelength_um": 2275,
  "routedWlPerCell_um": 10.83,
  "ys_sh_adder_pct": 0,
  "htreeDepth": 1,
  "antenna_found_initial": 0,
  "crit_buf_inv": 4,
  "path_class": "reg2out",
  "synth_cell_types": 38,
  "io_pins": 85,
  "logic_area_um2": 608.1,
  "topCombFamilyByArea": "buffers and inverters",
  "cp.depth": 7,
  "crit_arrival_ns": 1.41,
  "violations": "setup timing",
  "layout_top_cells": "55 x conb_1, 16 x buf_4, 10 x buf_6, 6 x nand2_1, 6 x dfxtp_1",
  "die_w_um": 80,
  "end_kind": "output pin",
  "cts_made_buffers": 3,
  "stdcell_count": 210,
  "reg2reg_slack_ns": 0.13,
  "period_needed_ns": 1.749,
  "core_area_um2": 3416,
  "slew_viol_final": 0,
  "intPower_uw": 975.2,
  "rsz0062_at_grt": "yes",
  "crit_family": "buffers and inverters",
  "ff_latch_area_um2": 212.7,
  "diodes": 0,
  "initial_core_util_pct": 30.04,
  "fin_setup_tns_ns": -0.04862,
  "drt-initial-drc-count": 35,
  "endpoint": "HEX0[3]",
  "setup_viol": 1,
  "clock_path_buffers": 2,
  "fp-row-count": 21,
  "cp_cell_sequence": "buf_6, buf_6, buf_6, xor2_1, a21oi_1, a21oi_1, buf_2",
  "ys_warn_count": 57,
  "cpMostUsedCell": "buf_6",
  "hold_slack_ns": 0.3462,
  "vias_per_cell": 3.790,
  "grt_pass1_wl_um": 3443,
  "ys_seq_share_pct": 19.51,
  "drc_errors": 0,
  "ys_seq_elements": 10,
  "yosysCellCount": 131,
  "tritoncts": "done",
  "min_period_over_period_pct": 102.9,
  "grt_pass1_vias": 789,
  "chip_area_um2": 6400,
  "p_comb_share_pct": 63.0,
  "area_growth_pct": 21.71,
  "synthCells": 131,
  "fillers": 352,
  "fmax_mhz": 571.9,
  "path_max_fanout": 6,
  "synthDominantCellAreaShare_pct": 40.24,
  "p_clk_share_pct": 13.9,
  "dpl.cell_count": 197,
  "cts_hold_buf": 0,
  "cap_viol_max_count": 0
}
Yosys cell counts:
library cell and n:
buf_4 55, dfxtp_1 10, nand2_1 7, o21ai_0 6, a21oi_1 4, inv_1 4
nand3_1 4, buf_2 3, nand2b_1 3, nor2_1 3, xnor2_1 3, a211o_1 2
nor4_1 2, a211oi_1 1, a21o_1 1, a21oi_2 1, a221o_1 1, a22o_1 1
a31o_2 1, a31oi_1 1, a32o_1 1, and2_1 1, buf_1 1, buf_6 1
clkbuf_1 1, conb_1 1, mux2_2 1, nand3b_1 1, nor2b_1 1, nor2b_4 1
nor3_1 1, o22ai_1 1, o2bb2ai_1 1, o311a_1 1, o32ai_1 1, or3_1 1
or3_4 1, xor2_1 1
through the flow:
step / area, um2 / worst slack [ns]
2_1_floorplan: 1229 / 0.3642
3_3_place_gp: 1067 / -0.1287
3_5_place_dp: 1067 / -0.08671
4_1_cts: 1195 / -0.1916
5_1_grt: 1249 / -0.1615
6_report: 1249 / -0.04862
registers in the layout, summed over array words and instances (netlist names):
register               cells
first_0.sum                4
first_0.push_0.key_r       1
first_0.push_0.key_rr      1
first_0.push_1.key_r       1
first_0.push_1.key_rr      1
first_0.push_2.key_r       1
first_0.push_2.key_rr      1
logic make-up (layout without fill, tap and decap cells):
logic type      after synthesis  after routing
buf+inv                      65             44
simple gates                 26             26
flops                        10             10
mux                           1              1
xor+xnor                      4              4
other cells                   1             55
compound gates               24             24
how the worst min path moves through the flow:
stage	slack [ns]	startpoint	depth (start not counted)	to
6_report	0.35	first_0.push_0.key_r$_DFF_P_	0	first_0.push_0.key_rr$_DFF_P_
5_1_grt	0.35	first_0.push_0.key_r$_DFF_P_	0	first_0.push_0.key_rr$_DFF_P_
4_1_cts	0.35	first_0.push_0.key_r$_DFF_P_	0	first_0.push_0.key_rr$_DFF_P_
layout make-up:
| cell class | count | share of cell area [%] |
|---|---|---|
| Tap cell | 46 | 4.609 |
| Sequential cell | 10 | 17.03 |
| Multi-Input combinational cell | 110 | 48.70 |
| Inverter | 4 | 1.403 |
| Clock buffer | 4 | 2.906 |
| Timing Repair Buffer | 36 | 25.35 |
power by group through the flow:
| stage | logic (uW) | clock network, uW | registers (uW) |
|---|---|---|---|
| CTS | 848 | 217 | 335 |
| global route | 1040 | 235 | 353 |
| finish | 942 | 208 | 345 |
per-layer routing:
metal	share of wire, %	GRT usage (%)
met2	49	10.35
met3	6.2	2.045
met5	0	0
met1	44	7.786
met4	0.44	0.7042
what timing repair did:
action                                  CTS  global route
pin swaps                                11             7
endpoints found under the setup margin    7             7
gates resized                            37            12
buffers inserted                          6             5
Power figures rest on the tool's default switching activity, not on a simulated workload.
