**flow/run.sh**
```bash
#!/bin/bash
# OpenROAD 26Q1-2900-gdf79404cd8, Yosys 0.63+post, stock flow scripts
make -C /OpenROAD-flow-scripts/flow DESIGN_CONFIG=/design/flow/config.mk WORK_HOME=/design/flow/orfs finish
```
**flow/constraint.sdc**
```tcl
current_design summator

set clk_period 4.5
set clk_io_pct 0.2

create_clock -name clk0 -period $clk_period [get_ports {clk}]

set non_clock_inputs [all_inputs -no_clocks]
set_input_delay [expr $clk_period * $clk_io_pct] -clock clk0 $non_clock_inputs
set_output_delay [expr $clk_period * $clk_io_pct] -clock clk0 [all_outputs]
```
**flow/config.mk**
```make
export PLATFORM = sky130hd
export DESIGN_NAME = summator
export DESIGN_NICKNAME = summator
export VERILOG_FILES = /design/flow/design.v
export SDC_FILE = /design/flow/constraint.sdc
export NUM_CORES = 4
export LEC_CHECK = 1
export CORE_AREA = 10 10 75 75
export DIE_AREA = 0 0 85 85
```
**flow/design.v**
```verilog
module push
(
	input clk,
	input key0,
	output push
);
reg key_r;
reg key_rr;
always @(posedge clk)
begin
	key_r <= key0;
	key_rr <= key_r;
end
	assign push = ~key_rr & key_r;
endmodule
module summator
(
	input clk,
	input key0,
	input key1,
	input [15:0] SW,
	output [15:0] LEDR,
	output [8:0] LEDG
);
wire push0, push1;
reg [8:0] sum;
push
push_0
(
	.clk	(clk),
	.key0	(key0),
	.push	(push0)
);
push
push_1
(
	.clk	(clk),
	.key0	(key1),
	.push	(push1)
);
always @(posedge clk)
begin
	if (push1 & ~key0)
		sum <= SW[15:8] + SW[7:0];
	else if (~key0)
		sum <= 0;
end
assign LEDR[7:0] = SW[7:0];
assign LEDR[15:8] = SW[15:8];
assign LEDG[8:0] = sum[8:0];
endmodule
```
==> changes_impl.md <==
### Physical design

- Total track usage: 0.0489
- Worst reg2reg path startpoint: push_1.key_rr$_DFF_P_
- Critical Path, Cell by Cell: clkdlybuf4s50_1 -> clkdlybuf4s50_1
- Final core utilization: 0.295
- Count of library flops with an enable pin: 9
- Slew Viols, Final: 0
- Cell area leaders: edfxtp_1 35%, buf_4 15%, ha_1 13%, dfxtp_1 5.1%, a21oi_1 4.5%
- CTS tree: done
- Clock Path Buffers: 2
- Top-area cell share: 0.347
- Slowest CP cell: clkdlybuf4s50_1
- DRC Markers: 0
- Num CTS Buffers: 3
- Most frequent CP cell: clkdlybuf4s50_1
- Overflow after GRT: 0
- Post-Synthesis Cells: ~75
- CTS Hold Bufs: 0
- Fmax: 352 MHz
- Slew headroom: 0.785
- Static leakage: 0.000460 uW
- Worst EP required: about 3600 ps
- CP max stage delay: 540 ps
- Initial antenna violation count: 0
- CP Launch Type: input port
- Largest net degree at the start of global routing: 10
- First-iteration detailed-routing DRC count: 26
- Met1 wire length: 842 um
- Status: completed
- Max layer used: met4
- FP Util: 0.192
- Ant. Diodes: 0
- Clk_skew: 0.932 ps
- Routed WL: 1880 um
- Chip footprint: 7230 sq um
- Setup Buffers After CTS: 0
- Metal3 WL: 109 um
- Cell row count: 23
- First-pass GRT wire length: approximately 3000 um
- P&R area growth vs syn: 53.6%
- WS Path Type: in2out
- Synthesized area per cell: 10.4 sq um
- Period utilization: 0.631
- Hold path startpoint: push_1.key_r$_DFF_P_
- RSZ-0062 raised after global routing: false
- Max_cap viols: 0
- Setup TNS: 0 ps
- Dominant flop cell: edfxtp_1
- R2R depth: 3
- Routed wire length on met2: 891 um
- Minimum clock period: around 2800 ps
- Sequential area share after synthesis: 0.398
- Core area: about 4100 sq um
- H-tree levels: 1
- Vias post-DR: ~600
- Clock transition at path regs: approximately 50 ps
- Filler cells: 411
- Fraction of registers with async set/reset: 0
- Remaining antenna violation count after routing: 0
- Root buf cell: clkbuf_8
- Wire per inst: 12.0 um
- Final Setup Violations: 0
- HP Class: reg2reg
- Clock Sinks: 11
- Worst Tran Pin Value: 322 ps
- PnR worst setup slack: 1660 ps
- Share of post-route cells with drive strength above 1: 0.0566
- Final Hold Viols: 0
- Synth warn: 2
- #FFs+latches synth: 11
- Vias in the first global route: 672
- Die Y: 85 um
- Critical path endpoint category: output pin
- Hold Path End: push_1.key_rr$_DFF_P_
- Pwr per Cell Area: 244 nW/um^2
- FF-to-FF End: sum[5]$_SDFFCE_PN0P_
- RD Place Congestion: 0.880
- Setup slack, reg-to-reg: 3560 ps
- CP Buf/Inv Count: 2
- Top cells excl fill/tap: 43 x clkdlybuf4s50_1, 9 x edfxtp_1, 8 x ha_1
- Insertion Delay late pin: 230 ps
- Synthesis area per yosys: 779 sq um
- Most instantiated logic cell after routing: clkdlybuf4s50_1
- OpenROAD warnings: 25
- Crit Path Max Fanout: 3
- Post-CTS Resized: 0
- Setup WS pre-CTS: 1460 ps
- Die W: 85 um
- Post-DR vias/cell: 3.83
- 1st-pass router iterations: 4
- Distinct lib cells used: 22
- Yosys Instances: 75
- WP data arrival: between 1500 and 2000 ps
- Port Buffers: 43
- Crit-path leading delay family: buffers and inverters
- Peak VDD IR: 0.0809 mV
- Synth area leader: edfxtp_1
- Hold Path Cell Cnt: 0
- Post-Syn Area: 779 sq um
- IO Pins: 44
## synthesized netlist by cell type, drive strengths merged (2+ instances only)
cell type,instances
buf,16
xnor2,2
nor2,5
nand2,4
edfxtp,9
dfxtp,2
a21o,2
o21ai,2
nor3,4
ha,8
o21a,2
a21oi,7
and2,3
nand3,2
## power breakdown
group          leakage [uW]  switching (uW)  internal (uW)  total [uW]
Combinational      0.000328            29.7           50.8        80.5
Sequential         0.000109            1.53            117         118
Clock             0.0000228            32.2           61.8        94.0
## per-stage QoR
stage | hold slack (ps) | cells | cell area [sq um] | total power, uW
final | 359 | 156 | 1200 | 293
after global placement | 358 | 152 | 1150 | 201
after CTS | 361 | 156 | 1200 | 296
after floorplan | 343 | 75 | 779 | 161
after global routing | 372 | 156 | 1200 | 313
after detailed placement | 358 | 152 | 1150 | 201
## flip-flops by register name (all words and copies together), names as in the netlist
signal,cells
push_1.key_r,1
push_1.key_rr,1
sum,9
## cell type report
type / instances / area (sq um) / area share
multi-input cells: 47 / 345 / 0.288
clock buffers: 4 / 45.0 / 0.0376
repair buffers: 43 / 430 / 0.359
well taps: 50 / 62.6 / 0.0522
flip-flops and latches: 11 / 310 / 0.259
inverters: 1 / 3.75 / 0.00313
## how the worst max path moves through the flow
stage	startpoint	end	slack, ps	cells past startpoint
finish	SW[1]	LEDR[1]	1660	2
global route	SW[1]	LEDR[1]	1610	2
CTS	SW[1]	LEDR[1]	1640	2
## cell families after synthesis
kind of cell,count (synthesis),synth area share
AOI/OAI and AO/OA,15,0.119
xor gates and xnor gates,3,0.0337
DFF,11,0.398
and+or+nand+nor,20,0.136
buffers and inverters,17,0.159
adders and majority gates,9,0.154
## routing by layer
metal | vias up | global-route usage
met4 | 0 | 0.0135
met5 | - | 0
li1 | 314 | -
met2 | 25 | 0.0804
met3 | 2 | 0.0125
met1 | 256 | 0.0619
Power figures rest on the tool's default switching activity, not on a simulated workload.
